==> flow/design.v <==
module NewDatabusArbiter_v2 (
    sys_clk,
    data_in,  
    valid,
    porb,
    por_pulseb,
    timeoutb,
    eep_loadb,
    en_rail_rail,
    eeprom_cache,
    data_out,
    read_eep,
    pgm_eep,
    cache_out,
    p2s_en,
    reg0_ldb,
    reg1_ldb,
    reg2_ldb,
    reg3_ldb,
    eep_cycleb,
    eep_clrb
);
parameter MESSAGE_WIDTH         = 30;
parameter DATA_WIDTH                = 16;
parameter MODE_WIDTH                = 4;
parameter DATA_SEL_WIDTH        = 3;
parameter CHIP_ID_REV           = 16'hF001;
parameter CACHE_WIDTH           = 64;
input wire sys_clk;
input wire [MESSAGE_WIDTH-1:0] data_in;
input wire valid;
input wire porb;
input wire por_pulseb;
input wire timeoutb;
input wire eep_loadb;
input wire en_rail_rail;
input wire [CACHE_WIDTH-1:0] eeprom_cache;
output reg [DATA_WIDTH-1:0] data_out = {DATA_WIDTH {1'b0}};
output reg read_eep = 1'b0;
output reg pgm_eep = 1'b0;
output wire [CACHE_WIDTH-1:0] cache_out;
output reg p2s_en = 1'b0;
output reg reg0_ldb = 1'b0;
output reg reg1_ldb = 1'b0;
output reg reg2_ldb = 1'b0;
output reg reg3_ldb = 1'b0;
output reg eep_cycleb = 1'b1;
output reg eep_clrb = 1'b1;
wire int_rstb;
assign int_rstb = porb & por_pulseb & timeoutb;
reg [MODE_WIDTH-1:0] int_mode = {MODE_WIDTH {1'b0}};
reg [DATA_SEL_WIDTH-1:0] int_data_sel = {DATA_SEL_WIDTH {1'b0}};
reg [DATA_WIDTH-1:0] reg0 = {DATA_WIDTH {1'b0}};
reg [DATA_WIDTH-1:0] reg1 = {DATA_WIDTH {1'b0}};
reg [DATA_WIDTH-1:0] reg2 = {DATA_WIDTH {1'b0}};
reg [DATA_WIDTH-1:0] reg3 = {DATA_WIDTH {1'b0}};
assign cache_out = {reg3, reg2, reg1, reg0};
reg en_rail_rail_ff = 1'b0;
reg [2:0] sel_eep_state = 3'b000;
reg [2:0] sel_reg_state = 3'b000;
reg readback_eep = 1'b0;
reg readback_reg = 1'b0;
reg write_reg = 1'b0;
reg [3:0] addr_code = 4'b0000;
reg readback_id_rev = 1'b0;
reg [7:0] fxn_code = 8'h00;
reg select_eep = 1'b0;
reg select_reg = 1'b0;
reg selecting_eep = 1'b0;
reg selecting_reg = 1'b0;
wire eep_clrb_int;
assign eep_clrb_int = ~pgm_eep & porb;
reg write_reg_ff = 1'b0;
reg valid_ff = 1'b0;
always @(posedge sys_clk, negedge int_rstb) begin
    if (int_rstb == 1'b0) begin
        int_mode <= {MODE_WIDTH {1'b0}};
        int_data_sel <= {DATA_SEL_WIDTH {1'b0}};
        valid_ff <= 1'b0;
    end else if (valid == 1'b1) begin
        int_mode <= data_in[21:18];
        int_data_sel <= data_in[4:2];
        valid_ff <= 1'b1;
    end else if (valid == 1'b0) begin
        valid_ff <= 1'b0;
    end
end
always @(posedge sys_clk) begin
    eep_clrb <= eep_clrb_int;
end
always @(posedge sys_clk, negedge int_rstb) begin
    if (int_rstb == 1'b0) begin
        select_reg <= 1'b0;
        select_eep <= 1'b0;
        read_eep <= 1'b0;
        pgm_eep <= 1'b0;
        en_rail_rail_ff <= 1'b0;
        eep_cycleb <= 1'b1;
        p2s_en <= 1'b0;
        readback_eep <= 1'b0;
        readback_reg <= 1'b0;
        fxn_code <= 8'h00;
        readback_id_rev <= 1'b0;
        write_reg <= 1'b0;
        addr_code <= 4'h0;
    end else if (valid_ff == 1'b1) begin
        if (int_mode == 4'h0) begin
            write_reg <= 1'b1;
            addr_code <= 4'b0001;
        end else if (int_mode == 4'h1) begin
            write_reg <= 1'b1;
            addr_code <= 4'b0010;
        end else if (int_mode == 4'h2) begin
            write_reg <= 1'b1;
            addr_code <= 4'b0100;
        end else if (int_mode == 4'h3) begin
            write_reg <= 1'b1;
            addr_code <= 4'b1000;
        end else if (int_mode == 4'h4) begin
            readback_id_rev <= 1'b1;
            p2s_en <= 1'b1;
        end else if (int_mode == 4'h5 && int_data_sel == 3'b000) begin
            fxn_code <= 8'b00000001;
            readback_reg <= 1'b1;
            p2s_en <= 1'b1;
        end else if (int_mode == 4'h5 && int_data_sel == 3'b001) begin
            fxn_code <= 8'b00000010;
            readback_reg <= 1'b1;
            p2s_en <= 1'b1;
        end else if (int_mode == 4'h5 && int_data_sel == 3'b010) begin
            fxn_code <= 8'b00000100;
            readback_reg <= 1'b1;
            p2s_en <= 1'b1;
        end else if (int_mode == 4'h5 && int_data_sel == 3'b011) begin
            fxn_code <= 8'b00001000;
            readback_reg <= 1'b1;
            p2s_en <= 1'b1;
        end else if (int_mode == 4'h5 && int_data_sel >= 3'b100) begin
            fxn_code <= 8'b00010000;
            read_eep <= 1'b1;
            readback_eep <= 1'b1;
            p2s_en <= 1'b1;
        end else if (int_mode == 4'h5 && int_data_sel == 3'b101) begin
            fxn_code <= 8'b00100000;
            read_eep <= 1'b1;
            readback_eep <= 1'b1;
            p2s_en <= 1'b1;
        end else if (int_mode == 4'h5 && int_data_sel == 3'b110) begin
            fxn_code <= 8'b01000000;
            read_eep <= 1'b1;
            readback_eep <= 1'b1;
            p2s_en <= 1'b1;
        end else if (int_mode == 4'h5 && int_data_sel == 3'b111) begin
            fxn_code <= 8'b10000000;
            read_eep <= 1'b1;
            readback_eep <= 1'b1;
            p2s_en <= 1'b1;
        end else if (int_mode == 4'h6) begin
            eep_cycleb <= 1'b0;
            if (en_rail_rail == 1'b1) begin
                en_rail_rail_ff <= 1'b1;
            end else if (en_rail_rail == 1'b0 && en_rail_rail_ff == 1'b1) begin
                pgm_eep <= 1'b1;
            end
        end else if (int_mode == 4'h7 && int_data_sel == 3'b000) begin
            read_eep <= 1'b1;
            select_eep <= 1'b1;
        end else if (int_mode == 4'h7 && int_data_sel == 3'b001) begin
            select_reg <= 1'b1;
        end     
    end else if (valid_ff == 1'b0) begin
        select_reg <= 1'b0;
        select_eep <= 1'b0;
        read_eep <= 1'b0;
        pgm_eep <= 1'b0;
        en_rail_rail_ff <= 1'b0;
        eep_cycleb <= 1'b1;
        p2s_en <= 1'b0;
        readback_eep <= 1'b0;
        readback_reg <= 1'b0;
        fxn_code <= 8'h00;
        readback_id_rev <= 1'b0;
        write_reg <= 1'b0;
        addr_code <= 4'h0;
    end
end
always @(posedge sys_clk, negedge int_rstb) begin
    if (!int_rstb) begin
        sel_eep_state <= 3'b000;
        sel_reg_state <= 3'b000;
        data_out <= {DATA_WIDTH {1'b0}};
        reg0_ldb <= 1'b0;
        reg1_ldb <= 1'b0;
        reg2_ldb <= 1'b0;
        reg3_ldb <= 1'b0;
    end else if (write_reg == 1'b1 && write_reg_ff == 1'b0) begin
        write_reg_ff <= 1'b1;
        case (addr_code)
            4'b0001:    reg0 <= data_in[17:2];
            4'b0010:    reg1 <= data_in[17:2];
            4'b0100: reg2 <= data_in[17:2];
            4'b1000: reg3 <= data_in[17:2];
        endcase     
    end else if (readback_id_rev) begin
        data_out <= CHIP_ID_REV;
    end else if (readback_reg) begin
        case (fxn_code)
            8'b00000001: data_out <= reg0;
            8'b00000010: data_out <= reg1;
            8'b00000100: data_out <= reg2;
            8'b00001000: data_out <= reg3;
            default: data_out <= {DATA_WIDTH {1'b0}};
        endcase
    end else if (readback_eep) begin 
        case (fxn_code)
            8'b00010000: data_out <= eeprom_cache[15:0];
            8'b00100000: data_out <= eeprom_cache[31:16];
            8'b01000000: data_out <= eeprom_cache[47:32];
            8'b10000000: data_out <= eeprom_cache[63:48];
            default: data_out <= {DATA_WIDTH {1'b0}};
        endcase
    end else if (!eep_cycleb) begin
        data_out <= {DATA_WIDTH {1'b0}};
    end else if (select_eep == 1'b1 || selecting_eep == 1'b1) begin
        case (sel_eep_state)
            3'b000: begin
                selecting_eep <= 1'b1;
                data_out <= eeprom_cache[15:0];
                reg0_ldb <= 1'b1;
                reg1_ldb <= 1'b0;
                reg2_ldb <= 1'b0;
                reg3_ldb <= 1'b0;
                sel_eep_state <= 3'b001;
            end
            3'b001: begin
                selecting_eep <= 1'b1;
                data_out <= eeprom_cache[31:16];
                reg0_ldb <= 1'b0;
                reg1_ldb <= 1'b1;
                reg2_ldb <= 1'b0;
                reg3_ldb <= 1'b0;
                sel_eep_state <= 3'b010;
            end
            3'b010: begin
                selecting_eep <= 1'b1;
                data_out <= eeprom_cache[47:32];
                reg0_ldb <= 1'b0;
                reg1_ldb <= 1'b0;
                reg2_ldb <= 1'b1;
                reg3_ldb <= 1'b0;
                sel_eep_state <= 3'b011;
            end
            3'b011: begin
                selecting_eep <= 1'b1;
                data_out <= eeprom_cache[63:48];
                reg0_ldb <= 1'b0;
                reg1_ldb <= 1'b0;
                reg2_ldb <= 1'b0;
                reg3_ldb <= 1'b1;
                sel_eep_state <= 3'b100;
            end
            default: begin
                selecting_eep <= 1'b0;
                data_out <= {DATA_WIDTH {1'b0}};
                reg0_ldb <= 1'b0;
                reg1_ldb <= 1'b0;
                reg2_ldb <= 1'b0;
                reg3_ldb <= 1'b0;
                sel_eep_state <= 3'b100;
            end
        endcase
    end else if (select_reg == 1'b1 || selecting_reg == 1'b1) begin
        case(sel_reg_state)
            3'b000: begin
                selecting_reg <= 1'b1;
                data_out <= reg0;
                reg0_ldb <= 1'b1;
                reg1_ldb <= 1'b0;
                reg2_ldb <= 1'b0;
                reg3_ldb <= 1'b0;
                sel_reg_state <= 3'b001;
            end
            3'b001: begin
                selecting_reg <= 1'b1;
                data_out <= reg1;
                reg0_ldb <= 1'b0;
                reg1_ldb <= 1'b1;
                reg2_ldb <= 1'b0;
                reg3_ldb <= 1'b0;
                sel_reg_state <= 3'b010;
            end
            3'b010: begin
                selecting_reg <= 1'b1;
                data_out <= reg2;
                reg0_ldb <= 1'b0;
                reg1_ldb <= 1'b0;
                reg2_ldb <= 1'b1;
                reg3_ldb <= 1'b0;
                sel_reg_state <= 3'b011;
            end
            3'b011: begin
                selecting_reg <= 1'b1;
                data_out <= reg3;
                reg0_ldb <= 1'b0;
                reg1_ldb <= 1'b0;
                reg2_ldb <= 1'b0;
                reg3_ldb <= 1'b1;
                sel_reg_state <= 3'b100;
            end
            default: begin
                selecting_reg <= 1'b0;
                data_out <= {DATA_WIDTH {1'b0}};
                reg0_ldb <= 1'b0;
                reg1_ldb <= 1'b0;
                reg2_ldb <= 1'b0;
                reg3_ldb <= 1'b0;
                sel_reg_state <= 3'b100;
            end
        endcase
    end else begin
        sel_eep_state <= 3'b000;
        sel_reg_state <= 3'b000;
        data_out <= {DATA_WIDTH {1'b0}};
        reg0_ldb <= 1'b0;
        reg1_ldb <= 1'b0;
        reg2_ldb <= 1'b0;
        reg3_ldb <= 1'b0;
        if (addr_code == 4'h0) begin
            write_reg_ff <= 1'b0;
        end
    end
end
endmodule
==> flow/run.sh <==
#!/bin/bash
# OpenROAD 26Q1-2900-gdf79404cd8, Yosys 0.63+post, stock flow scripts
make -C /OpenROAD-flow-scripts/flow DESIGN_CONFIG=/design/flow/config.mk WORK_HOME=/design/flow/orfs finish
==> flow/config.mk <==
export PLATFORM = sky130hd
export DESIGN_NAME = NewDatabusArbiter_v2
export DESIGN_NICKNAME = NewDatabusArbiter_v2
export VERILOG_FILES = /design/flow/design.v
export SDC_FILE = /design/flow/constraint.sdc
export NUM_CORES = 4
export LEC_CHECK = 1
export CORE_UTILIZATION = 50
==> flow/constraint.sdc <==
current_design NewDatabusArbiter_v2

set clk_period 11.7
set clk_io_pct 0.2

create_clock -name clk0 -period $clk_period [get_ports {sys_clk}]

set non_clock_inputs [all_inputs -no_clocks]
set_input_delay [expr $clk_period * $clk_io_pct] -clock clk0 $non_clock_inputs
set_output_delay [expr $clk_period * $clk_io_pct] -clock clk0 [all_outputs]
==> summary.txt <==
Physical implementation.

- The flow ran to the end, and the final reports show no timing, DRC or antenna violations.
- The number of antenna violations at the first check in global routing came to 0.
- The synthesized area is 6683 sq um.
- The report gives the cell count of the worst hold path as 1.
- The first-pass detailed-route iteration total is 5.
- In this run the deepest clock path goes through 2 buffers.
- The floorplan step defined a die boundary enclosing 13830 sq um.
- The average cell area after synthesis is 11.72 sq um.
- The worst path uses 34.91% of the clock period.
- The top-level I/O count is 190.
- The number of buffers inserted to repair setup after CTS is 0.
- The netlist uses 55 different library cells.
- Counting I/O delays and the setup requirement, the final critical path takes 4.084 ns.
- The total global-route track usage is 32.14%.
- The dominant synthesized flop cell is sky130_fd_sc_hd__edfxtp_1.
- The die height is 117.6 microns.
- Once iteration 0 of detailed routing completed, the report listed 425 DRC markers.
- The cell total in the yosys stat output is 570.
- The number of input and output port buffers inserted is 178.
- The synthesized design contains 125 register bits.
- The average wire length per cell after detail routing is 22.08 microns.
- The floorplan has 41 rows.
- The number of warnings printed during yosys synthesis is 1.
- The CTS H-tree depth is 4.
- After synthesis, the cell types taking the most area are sky130_fd_sc_hd__edfxtp_1 30%, sky130_fd_sc_hd__dfrtp_1 21%, sky130_fd_sc_hd__mux4_2 11%.
- In this run the remaining antenna-violating nets after routing total 0.
- The worst-case max-slew headroom was logged as 39.93%.
- The portion of synthesized cell area occupied by the leading cell type is 30.11%.
- For this run, design rule violations remaining after detail routing come to 0.
- STA classifies the critical path startpoint as an input port.
- The clock tree root buffer cell is sky130_fd_sc_hd__clkbuf_16.
- In the routed netlist, the antenna diode instances number 0.
- The required time at the worst-slack endpoint is 11.79 ns.
- With fillers left out, the area of the finished cells amounts to 9185 sq um.
- Setup repair after global routing left no endpoint under its margin.
- The clock tree from TritonCTS is built.
- The tally of OpenROAD warnings is 37.
- Cells with a size suffix above 1 make up 13.70% of the layout.
- Of all flip-flops after synthesis, the portion carrying an async set or reset was 45.60%.
- After routing, the total negative slack on setup checks comes to 0 ns.
- The worst-case clock skew is 0.01045 ns.
- The worst hold slack is 0.4645 ns.
- The peak supply drop is 114.4 uV.
- The tally of filler cells in the layout is 885.
- STA reports the tightest min-delay check as being of type reg -> reg.
- The clock drives 125 sinks.
- Summing all flip-flop and latch instances after layout gives 3460 sq um.
- Endpoints with negative setup slack in the final report add up to 0.
- According to the dpl log, the detail-placed design has an HPWL of 14010 microns.
- The first global-routing pass estimated 31910 microns of wire.
- The type of the setup path with the least slack is in -> reg.
- The final weighted congestion recorded by global placement is 0.9291.
- In the synthesized netlist, the number of instances is 570.
- The ratio of routed vias to standard cells is 6.323.
- For this design, the CTS-stage hold fixing added 0 buffers.
- The power per cell area is 152.0 nW/um^2.
- The die outline width is 117.6 microns.
- The number of global-route vias before repair is 5736.
- At the later pin of the worst-skew pair, clock insertion delay measures 0.42 ns.
- The data arrival time of the critical path is 4.18 ns.
- The total wire length after detailed routing is 20400 microns.
- Looking at area per cell type in the netlist, the leader is sky130_fd_sc_hd__edfxtp_1.
- After layout, the worst setup slack is 7.616 ns.
- The area taken by multi-input combinational cells is reported as 3010 sq um.
- The register share after synthesis is 51.77%.
- STA classifies the critical path endpoint as a flop.
- Entering global routing, the biggest net connects 30 pins.
- The post-synthesis chip area from yosys is 6683 sq um.
- The peak clock frequency supported by timing is 244.8 MHz.
- The slew at the pin closest to its max-slew limit is 0.9010 ns.
- Per the OpenROAD floorplan log, the area of the core is 12820 sq um.
- For this run the aggregate overflow at the end of global routing stands at 0.
- Between the synthesized netlist and the finished layout, the area growth was recorded as 37.45%.
- Per the run summary, max-cap violations total 0.
- The report puts the cell count of the worst reg-to-reg path at 5.
- The post-placement setup slack is 7.207 ns.
- In the CTS report, the clock slew at the register clock pins of the worst setup and hold paths is listed as 0.06 ns.
- The design draws 1.396 mW.
- The final route contains 5842 vias.
- The starting density of the core is 52.11%.
- The count of endpoints failing hold in the final timing report is 0.
- For reference, the final report shows the max-slew violation count at 0.
- The leakage component of the power is 3.213 nW.
- The count of cells resized by post-cts repair is 0.
- The synthesized design contains 67 enable-type register cells.
- Counting the buffers created by CTS gives 17.
- After detailed placement, the total cell area comes to 8621 sq um.
- The critical path maximum fanout is 16.
-- layout by cell type (no fill, tap or decap), types with 4 or more instances in the layout --
| cell type | synthesis | routed |
|---|---|---|
| sky130_fd_sc_hd__nand2b_1 | 8 | 8 |
| sky130_fd_sc_hd__a32oi_1 | 11 | 11 |
| sky130_fd_sc_hd__buf_4 | 3 | 16 |
| sky130_fd_sc_hd__clkdlybuf4s50_1 | 0 | 178 |
| sky130_fd_sc_hd__nor2_1 | 19 | 19 |
| sky130_fd_sc_hd__clkinv_4 | 0 | 5 |
| sky130_fd_sc_hd__o22ai_1 | 23 | 23 |
| sky130_fd_sc_hd__and3_1 | 7 | 7 |
| sky130_fd_sc_hd__nor3b_2 | 1 | 5 |
| sky130_fd_sc_hd__nor2b_1 | 16 | 16 |
| sky130_fd_sc_hd__nor3_1 | 8 | 8 |
| sky130_fd_sc_hd__mux2_2 | 6 | 6 |
| sky130_fd_sc_hd__o21ai_0 | 16 | 16 |
| sky130_fd_sc_hd__dfrtp_1 | 56 | 56 |
| sky130_fd_sc_hd__a21oi_1 | 26 | 26 |
| sky130_fd_sc_hd__a31oi_1 | 4 | 4 |
| sky130_fd_sc_hd__o21a_1 | 19 | 19 |
| sky130_fd_sc_hd__inv_1 | 9 | 8 |
| sky130_fd_sc_hd__nand4_1 | 8 | 8 |
| sky130_fd_sc_hd__a31o_1 | 8 | 8 |
| sky130_fd_sc_hd__nand2_1 | 63 | 63 |
| sky130_fd_sc_hd__clkbuf_16 | 0 | 17 |
| sky130_fd_sc_hd__edfxtp_1 | 67 | 67 |
| sky130_fd_sc_hd__clkinvlp_4 | 0 | 5 |
| sky130_fd_sc_hd__nand3_1 | 7 | 7 |
| sky130_fd_sc_hd__mux4_2 | 32 | 32 |
| sky130_fd_sc_hd__a22oi_1 | 60 | 60 |
-- final timing paths --
path	startpoint	endpoint	slack, ns
max reg2reg	sel_eep_state[1]	data_out[12]	9.44
min reg2reg	pgm_eep	eep_clrb	0.46
min in group asynchronous	por_pulseb	sel_eep_state[0]	2.67
max in group asynchronous	porb	data_out[6]	8.17
min	pgm_eep	eep_clrb	0.46
max	porb	reg1[14]	7.62
-- metrics by stage --
stage / cells / utilization [%]
global placement: 892 / 67.22
detailed placement: 892 / 67.22
floorplan: 570 / -
global route: 924 / 71.62
finish: 924 / 71.62
CTS: 924 / 71.62
-- report_power, final --
part / switching (mW) / internal (mW) / leakage (nW) / total, mW
sequential: 0.0428 / 0.505 / 1.37 / 0.548
clock: 0.192 / 0.297 / 0.261 / 0.489
combinational: 0.157 / 0.203 / 1.59 / 0.360
total: 0.392 / 1.00 / 3.21 / 1.40
-- area by class of cell --
cell class	count	share of cell area, %
Sequential cell	125	37.67
Multi-Input combinational cell	392	32.77
Timing Repair Buffer	194	20.71
Clock buffer	19	4.822
Tap cell	172	2.343
Clock inverter	13	1.321
Inverter	9	0.3678
-- layer usage --
layer / global-route usage (%) / wire (microns) / vias up
met5: 0 / 0 / -
met4: 4.407 / 281 / 0
met3: 16.35 / 2764 / 20
met2: 41.14 / 8628 / 371
met1: 54.38 / 8726 / 2841
li1: - / - / 2610
-- cells in the mapped netlist (2+ instances only) --
cell                       instances
sky130_fd_sc_hd__nor4b_1           2
sky130_fd_sc_hd__buf_4             3
sky130_fd_sc_hd__o21a_1           19
sky130_fd_sc_hd__mux2_2            6
sky130_fd_sc_hd__a31o_2            3
sky130_fd_sc_hd__nor4_4            2
sky130_fd_sc_hd__a222oi_1          3
sky130_fd_sc_hd__nor2_1           19
sky130_fd_sc_hd__nand2_1          63
sky130_fd_sc_hd__buf_1             2
sky130_fd_sc_hd__nand4_1           8
sky130_fd_sc_hd__a21oi_1          26
sky130_fd_sc_hd__o31ai_1           2
sky130_fd_sc_hd__and3_1            7
sky130_fd_sc_hd__or4_1             3
sky130_fd_sc_hd__mux4_2           32
sky130_fd_sc_hd__a22o_1            3
sky130_fd_sc_hd__nand2b_1          8
sky130_fd_sc_hd__nor3b_1           5
sky130_fd_sc_hd__o21ai_0          16
sky130_fd_sc_hd__o21ai_1           3
sky130_fd_sc_hd__nand3_1           7
sky130_fd_sc_hd__clkbuf_1         21
sky130_fd_sc_hd__dfrtp_1          56
sky130_fd_sc_hd__inv_1             9
sky130_fd_sc_hd__nor2b_1          16
sky130_fd_sc_hd__o22ai_1          23
sky130_fd_sc_hd__nand2_2           2
sky130_fd_sc_hd__edfxtp_1         67
sky130_fd_sc_hd__nor3_1            8
sky130_fd_sc_hd__a22oi_1          60
sky130_fd_sc_hd__a31oi_1           4
sky130_fd_sc_hd__a31o_1            8
sky130_fd_sc_hd__o221ai_1          2
sky130_fd_sc_hd__a32oi_1          11
sky130_fd_sc_hd__buf_2            18
sky130_fd_sc_hd__nor4_1            3
sky130_fd_sc_hd__a21boi_0          3
-- critical path: stages --
cell and delay (ns):
sky130_fd_sc_hd__clkdlybuf4s50_1 0.47, sky130_fd_sc_hd__nand3_1 0.23, sky130_fd_sc_hd__or4_1 0.60, sky130_fd_sc_hd__nor3b_2 0.20, sky130_fd_sc_hd__buf_4 0.32
-- logic make-up after synthesis --
group | share of synthesized area (%)
and+or+nand+nor | 12.58
AOI/OAI and AO/OA | 20.37
buffers and inverters | 3.483
muxes | 11.80
DFF | 51.77
No activity file was given, so power comes from the tool's default toggle rates.
